==> config.mk <==
export PLATFORM = sky130hd
export DESIGN_NAME = seg_595_static
export DESIGN_NICKNAME = seg_595_static
export VERILOG_FILES = /design/flow/design.v
export SDC_FILE = /design/flow/constraint.sdc
export NUM_CORES = 4
export LEC_CHECK = 1
export CORE_UTILIZATION = 50
==> constraint.sdc <==
current_design seg_595_static

set clk_period 3.2
set clk_io_pct 0.2

create_clock -name clk0 -period $clk_period [get_ports {sys_clk}]

set non_clock_inputs [all_inputs -no_clocks]
set_input_delay [expr $clk_period * $clk_io_pct] -clock clk0 $non_clock_inputs
set_output_delay [expr $clk_period * $clk_io_pct] -clock clk0 [all_outputs]
==> design.v <==
`timescale  1ns/1ns
module  hc595_ctrl
(
    input   wire            sys_clk     ,    
    input   wire            sys_rst_n   ,    
    input   wire    [5:0]   sel         ,    
    input   wire    [7:0]   seg         ,    
    output  reg             stcp        ,    
    output  reg             shcp        ,    
    output  reg             ds          ,    
    output  wire            oe               
);
reg     [1:0]   cnt_4   ;    
reg     [3:0]   cnt_bit ;    
wire    [13:0]  data    ;    
assign  data = {seg[0],seg[1],seg[2],seg[3],seg[4],seg[5],seg[6],seg[7],sel};
assign oe = ~sys_rst_n;
always@(posedge sys_clk or  negedge sys_rst_n)
    if(sys_rst_n == 1'b0)
        cnt_4 <=  2'd0;
    else    if(cnt_4 == 2'd3)
        cnt_4 <=  2'd0;
    else
        cnt_4 <=  cnt_4 +   1'b1;
always@(posedge sys_clk or  negedge sys_rst_n)
    if(sys_rst_n == 1'b0)
        cnt_bit   <=  4'd0;
    else    if(cnt_4 == 2'd3 && cnt_bit == 4'd13)
        cnt_bit   <=  4'd0;
    else    if(cnt_4  ==  2'd3)
        cnt_bit   <=  cnt_bit   +   1'b1;
    else
        cnt_bit   <=  cnt_bit;
always@(posedge sys_clk or  negedge sys_rst_n)
    if(sys_rst_n == 1'b0)
        stcp    <=  1'b0;
    else    if(cnt_bit == 4'd13 && cnt_4 == 2'd3)
        stcp    <=  1'b1;
    else
        stcp    <=  1'b0;
always@(posedge sys_clk or  negedge sys_rst_n)
    if(sys_rst_n == 1'b0)
        shcp    <=  1'b0;
    else    if(cnt_4 >= 4'd2)
        shcp    <=  1'b1;
    else
        shcp    <=  1'b0;
always@(posedge sys_clk or  negedge sys_rst_n)
    if(sys_rst_n == 1'b0)
        ds  <=  1'b0;
    else    if(cnt_4 == 2'd0)
        ds  <=  data[cnt_bit];
    else
        ds  <=  ds;
endmodule
`timescale  1ns/1ns
module  seg_595_static
(
    input   wire            sys_clk     ,  
    input   wire            sys_rst_n   ,  
    output  wire            stcp        ,   
    output  wire            shcp        ,   
    output  wire            ds          ,  
    output  wire            oe              
);
wire    [5:0]   sel;
wire    [7:0]   seg;
seg_static  seg_static_inst
(
    .sys_clk     (sys_clk   ),   
    .sys_rst_n   (sys_rst_n ),   
    .sel         (sel       ),   
    .seg         (seg       )    
);
hc595_ctrl  hc595_ctrl_inst
(
    .sys_clk     (sys_clk  ),  
    .sys_rst_n   (sys_rst_n),  
    .sel         (sel      ),   
    .seg         (seg      ),   
    .stcp        (stcp     ),   
    .shcp        (shcp     ),   
    .ds          (ds       ),   
    .oe          (oe       )   
);
endmodule
`timescale  1ns/1ns
module  seg_static
(
    input   wire            sys_clk     ,    
    input   wire            sys_rst_n   ,    
    output  reg     [5:0]   sel         ,    
    output  reg     [7:0]   seg              
);
parameter   CNT_WAIT_MAX  =  25'd24_999_999;    
parameter   SEG_0 = 8'b1100_0000,   SEG_1 = 8'b1111_1001,
            SEG_2 = 8'b1010_0100,   SEG_3 = 8'b1011_0000,
            SEG_4 = 8'b1001_1001,   SEG_5 = 8'b1001_0010,
            SEG_6 = 8'b1000_0010,   SEG_7 = 8'b1111_1000,
            SEG_8 = 8'b1000_0000,   SEG_9 = 8'b1001_0000,
            SEG_A = 8'b1000_1000,   SEG_B = 8'b1000_0011,
            SEG_C = 8'b1100_0110,   SEG_D = 8'b1010_0001,
            SEG_E = 8'b1000_0110,   SEG_F = 8'b1000_1110;
parameter   IDLE  = 8'b1111_1111;    
reg             add_flag    ;    
reg     [24:0]  cnt_wait    ;    
reg     [3:0]   num         ;    
always@(posedge sys_clk or  negedge sys_rst_n)
    if(sys_rst_n == 1'b0)
        cnt_wait    <=  25'd0;
    else    if(cnt_wait == CNT_WAIT_MAX)
        cnt_wait    <=  25'd0;
    else
        cnt_wait    <=  cnt_wait + 1'b1;
always@(posedge sys_clk or  negedge sys_rst_n)
    if(sys_rst_n == 1'b0)
        add_flag    <=  1'b0;
    else    if(cnt_wait == CNT_WAIT_MAX)
        add_flag    <=  1'b1;
    else
        add_flag    <=  1'b0;
always@(posedge sys_clk or  negedge sys_rst_n)
    if(sys_rst_n == 1'b0)
        num <=  4'd0;
    else    if(add_flag == 1'b1)
        num <=  num + 1'b1;
    else
        num <=  num;
always@(posedge sys_clk or  negedge sys_rst_n)
    if(sys_rst_n == 1'b0)
        sel <=  6'b000000;
    else
        sel <=  6'b111111;
always@(posedge sys_clk or  negedge sys_rst_n)
    if(sys_rst_n == 1'b0)
        seg    <=  IDLE;
    else    case(num)
        4'd0:   seg    <=  SEG_0;
        4'd1:   seg    <=  SEG_1;
        4'd2:   seg    <=  SEG_2;
        4'd3:   seg    <=  SEG_3;
        4'd4:   seg    <=  SEG_4;
        4'd5:   seg    <=  SEG_5;
        4'd6:   seg    <=  SEG_6;
        4'd7:   seg    <=  SEG_7;
        4'd8:   seg    <=  SEG_8;
        4'd9:   seg    <=  SEG_9;
        4'd10:  seg    <=  SEG_A;
        4'd11:  seg    <=  SEG_B;
        4'd12:  seg    <=  SEG_C;
        4'd13:  seg    <=  SEG_D;
        4'd14:  seg    <=  SEG_E;
        4'd15:  seg    <=  SEG_F;
        default:seg    <=  IDLE ;   
    endcase
endmodule
==> run.sh <==
#!/bin/bash
# OpenROAD 26Q1-2900-gdf79404cd8, Yosys 0.63+post, stock flow scripts
make -C /OpenROAD-flow-scripts/flow DESIGN_CONFIG=/design/flow/config.mk WORK_HOME=/design/flow/orfs finish
==> results_dict.tcl <==
# flow metrics
set metrics [dict create \
    antenna_found_initial 0 \
    viasPerCell 5.64 \
    ff2ff_setup_slack_ps 1030 \
    grt_max_degree 48 \
    skew_ps 10.5 \
    clock_latency_ps 300 \
    syn_inst 220 \
    wl_per_cell_um 14.0 \
    portBuffers 5 \
    hold_path_class "input port to asynchronous set/reset pin" \
    crit_path_max_fanout 13 \
    clkTransAtPathRegs_ps 90 \
    drive_above_1_share_pct 12.2 \
    syn-cell-area_mm2 0.00234 \
    yosys_area_mm2 0.00234 \
    grt.overflow.total 0 \
    setup_viol 0 \
    fp_util_pct 53.1 \
    io_pins 6 \
    antennaDiodeCount 0 \
    critical_path_class "flop to flop" \
    drtIter0Drc 151 \
    grt_pass1_vias 1506 \
    postCtsSetupBuffers 0 \
    htree_levels 2 \
    drtPass1Iterations 4 \
    rsz0062_at_grt "false" \
    finalWirelength_mm 3.93 \
    die_x_um 70.4 \
    post-dp-hpwl_mm 2.58 \
    ys.flops 47 \
    die_area_mm2 0.00496 \
    arrival_ps 2400 \
    end_kind "flop" \
    finalHoldViolations 0 \
    postCtsResizedCells 0 \
    synth_cell_types 47 \
    yosysMostFrequentCell "dfrtp_1" \
    tns_ps 0 \
    gp_congestion 0.818 \
    relSlewSlack_pct 53.4 \
    yosysTopAreaCell "dfrtp_1" \
    tightestPinTransition_ps 694 \
    warnings 34 \
    hold-worst-slack_ps 449 \
    cts_buffers 5 \
    drc 0 \
    cts_root_buf "clkbuf_8" \
    synth-edff-count 0 \
    critPathRequiredTime_ps 3440 \
    startpoint_type "flop" \
    antenna_left 0 \
    ys_top_cells_by_count "40 x dfrtp_1, 20 x nand2_1, 14 x nor2_1, 14 x o21ai_0" \
    r2r_cells 5 \
    num_rows 24 \
    clockBufferDepth 2 \
    synthDominantCellAreaShare_pct 42.7 \
    status "finished, final reports clean" \
    die_height_um 70.4 \
    cts_tree "built" \
    fillCellCount 359 \
    p_leak_nw 1.10 \
    synthArstFlopShare_pct 100 \
    syn_to_final_growth_pct 7.85 \
    maxCapViolations 0 \
    ys.flop_type "dfrtp_1" \
    ys_cells 220 \
    r2r-start "seg_static_inst.cnt_wait[0]" \
    clkSinkCount 47 \
    ir_worst_vdd_mv 0.280 \
    min_period_over_period_pct 67.8 \
    core_mm2 0.00441 \
    grt_pass1_wl_mm 7.23 \
    topCellsByArea "dfrtp_1 43%, dfstp_2 7.9%, ha_1 6.9%" \
    grt.total_usage_pct 18.7 \
    ctsHoldBuffers 0 \
    ys_seq_share_pct 50.6 \
    yosysWarnings 2 \
    fmax_mhz 461 \
    synth.avg_cell_area_um2 10.6 \
    dr_total_vias 1584 \
    fin_crit_ps 2170 \
    drv_slew 0 \
    p_per_area_mw_per_mm2 386 \
    reg2reg_to "seg_static_inst.cnt_wait[24]" \
]
## metal layers
metal / GRT usage (%) / wire (µm)
met1: 34.5 / 2060
met2: 24.7 / 1690
met3: 4.09 / 140
met4: 1.78 / 38
met5: 0 / 0
## stage by stage
stage               power, mW  utilization, %  instances  setup WS, ps  instance area [µm²]
detailed placement      0.622            55.2        273          1050                 2430
global placement        0.621            55.2        273          1120                 2430
floorplan               0.607               -        220          1250                 2340
global route             1.02            57.2        281           931                 2530
finish                  0.975            57.2        281          1030                 2530
CTS                     0.987            57.2        281          1040                 2530
## layout make-up
class / instances / area [µm²] / area share (%)
clock buffer: 7 / 86.3 / 3.42
clock inverter: 1 / 5.00 / 0.198
inverter: 13 / 48.8 / 1.93
multi-input combinational: 154 / 1080 / 42.6
sequential: 47 / 1180 / 46.9
tap: 52 / 65.1 / 2.58
timing repair buffer: 7 / 60.1 / 2.38
## critical path, cell delays in order, from the launching register on
cell	delay (ps)
dfrtp_1	410
ha_1	230
and4_1	270
or4b_4	560
or4_1	490
a21oi_1	150
## state kept, by name (all words and copies together), names as in the netlist
register,flops
hc595_ctrl_inst.ds,1
seg_static_inst.add_flag,1
hc595_ctrl_inst.stcp,1
seg_static_inst.sel,1
seg_static_inst.num,4
hc595_ctrl_inst.cnt_bit,4
seg_static_inst.cnt_wait,25
hc595_ctrl_inst.shcp,1
seg_static_inst.seg,7
hc595_ctrl_inst.cnt_4,2
## where the power goes
part / leakage [nW] / internal, mW / total, mW / switching, mW
clock: 0.0482 / 0.174 / 0.365 / 0.191
combinational: 0.443 / 0.00279 / 0.0149 / 0.0121
sequential: 0.605 / 0.594 / 0.595 / 0.000177
## placed cells by master (no fill, tap or decap), drive strengths merged, types with 4 or more instances in the layout
master,netlist,layout
dfrtp,40,40
nand3,8,8
xor2,7,7
nor2,14,14
o31ai,4,4
clkdlybuf4s50,0,4
a21oi,10,10
xnor2,9,9
and4,4,4
ha,13,13
nand4,6,6
nand2,20,20
dfstp,7,7
or3,5,5
inv,13,13
or4,5,5
clkbuf,1,7
o21ai,14,14
mux2i,4,4
## how the worst max path moves through the flow
stage / startpoint / to / depth (start not counted)
4_1_cts: seg_static_inst.cnt_wait[0] / seg_static_inst.cnt_wait[22] / 6
5_1_grt: seg_static_inst.cnt_wait[0] / seg_static_inst.cnt_wait[24] / 5
6_report: seg_static_inst.cnt_wait[0] / seg_static_inst.cnt_wait[24] / 5
## cell families after synthesis
logic type	count (synthesis)	share of synthesized area, %
AND/OR/NAND/NOR	81	19.6
flip-flops	47	50.6
AND-OR/OR-AND	37	9.67
buffers and inverters	19	3.47
XOR/XNOR	16	5.98
adder cells (fa/ha/maj)	13	6.94
multiplexers	6	3.63
other	1	0.160
Power and IR drop assume default switching activity.
